File: /design/flow/config.mk
export PLATFORM = sky130hd
export DESIGN_NAME = ID_EX
export DESIGN_NICKNAME = ID_EX
export VERILOG_FILES = /design/flow/design.v
export SDC_FILE = /design/flow/constraint.sdc
export NUM_CORES = 4
export LEC_CHECK = 1
export CORE_AREA = 10 10 145 145
export DIE_AREA = 0 0 155 155
File: /design/flow/constraint.sdc
current_design ID_EX

set clk_period 1.2
set clk_io_pct 0.2

create_clock -name clk0 -period $clk_period [get_ports {clk_i}]

set non_clock_inputs [all_inputs -no_clocks]
set_input_delay [expr $clk_period * $clk_io_pct] -clock clk0 $non_clock_inputs
set_output_delay [expr $clk_period * $clk_io_pct] -clock clk0 [all_outputs]
File: /design/flow/design.v
module ID_EX
(
    clk_i,
    rst_i,
    RegWrite_i,
    MemtoReg_i,
    MemRead_i,
    MemWrite_i,
    ALUOp_i,
    ALUSrc_i,
    data_1_i,
    data_2_i,
    instr_i,
    Immediate_Gen_i,
    RegWrite_o,
    MemtoReg_o,
    MemRead_o,
    MemWrite_o,
    ALUOp_o,
    ALUSrc_o,
    data1_o,
    data2_o,
    Immediate_Gen_o,
    ID_EX_rs1_o,
    ID_EX_rs2_o,
    rd_o,
    func3_o,
    func7_o
);
input clk_i, rst_i, RegWrite_i, MemtoReg_i, MemRead_i, MemWrite_i, ALUSrc_i;
input [1:0] ALUOp_i;
input [31:0] Immediate_Gen_i, instr_i, data_1_i, data_2_i;
output reg RegWrite_o, MemtoReg_o, MemRead_o, MemWrite_o, ALUSrc_o;
output reg [1:0] ALUOp_o;
output reg [31:0] data1_o, data2_o, Immediate_Gen_o;
output reg [4:0] ID_EX_rs1_o, ID_EX_rs2_o, rd_o;
output reg [2:0] func3_o;
output reg [6:0] func7_o;
always @(posedge clk_i or negedge rst_i) begin
    if (~rst_i) begin
        RegWrite_o <= 1'b0;
        MemtoReg_o <= 1'b0;
        MemRead_o <= 1'b0;
        MemWrite_o <= 1'b0;
        ALUSrc_o <= 1'b0;
        ALUOp_o <= 2'b11;
        data1_o <= 32'b0;
        data2_o <= 32'b0;
        Immediate_Gen_o <= 32'b0;
        ID_EX_rs1_o <= 5'b0;
        ID_EX_rs2_o <= 5'b0;
        rd_o <= 5'b0;
        func3_o <= 3'b0;
        func7_o <= 7'b0;
    end
    else begin
        RegWrite_o <= RegWrite_i;
        MemtoReg_o <= MemtoReg_i;
        MemRead_o <= MemRead_i;
        MemWrite_o <= MemWrite_i;
        ALUSrc_o <= ALUSrc_i;
        ALUOp_o <= ALUOp_i;
        data1_o <= data_1_i;
        data2_o <= data_2_i;
        Immediate_Gen_o <= Immediate_Gen_i;
        ID_EX_rs1_o <= instr_i[19:15];
        ID_EX_rs2_o <= instr_i[24:20];
        rd_o <= instr_i[11:7];
        func3_o <= instr_i[14:12];
        func7_o <= instr_i[14:12];
    end
end
endmodule
File: /design/flow/run.sh
#!/bin/bash
# OpenROAD 26Q1-2900-gdf79404cd8, Yosys 0.63+post, stock flow scripts
make -C /OpenROAD-flow-scripts/flow DESIGN_CONFIG=/design/flow/config.mk WORK_HOME=/design/flow/orfs finish
==> GITHUB_STEP_SUMMARY <==
### Yosys + OpenROAD results

| Metric | Value |
|---|---|
| Clk Tree Root Cell | clkbuf_16 |
| Post-route DRC violation count | 0 |
| Fin area | between 5000 and 6000 um2 |
| Worst setup EP type | primary output |
| Register bit count reported by yosys | 121 |
| Top logic cell family in the synthesized netlist | buffers and inverters |
| Critical path type | flip-flop to primary output |
| Post-synth ARST share | 100% |
| Log Warnings | 41 |
| Final hold slack | 0.242 ns |
| Area fraction in compound gates after synthesis | 0% |
| Final worst setup slack | -0.0448 ns |
| Area after DPL | 5850 um2 |
| Final Slew Violations | 0 |
| Postcts setup bufs | 0 |
| Post-synth cell types | 4 |
| Number of flops mapped to enable cells by yosys | 0 |
| Final tally of setup violations | 2 |
| DR vias/cell | 3.24 |
| Worst path required time | 0.96 ns |
| H-Tree Level Count | 4 |
| Mapped Area | 3090 um2 |
| Crit path launch | ALUOp_o[1] |
| YS chip area | a little over 3000 um2 |
| Hold WC Path Type | primary input to flip-flop |
| Delay-heaviest family, CP | flip-flops |
| CP max FO | 1 |
| Gpl congestion | 0.798 |
| Critical path buffers and inverters | 1 |
| Die width | roughly 160 um |
| Post-route clock period utilization | 104% |
| Crit path launch type | flip-flop |
| Synth area leader | dfrtp_1 |
| Drt initial violations | roughly 44 |
| WP data arrival | 1.00 ns |
| RSZ-0062 raised after global routing | true |
| Max-cap viol count | 0 |
| Synth Area per Inst | 23.9 um2 |
| Global Route Usage Sum | under 10% |
| Drt pass-1 iters | 4 |
| Critical Path Stages | 1 |
| Leak Pwr | between 2 and 3 nW |
| Worst-Margin Slew | roughly 0.75 ns |
| Share of cells above drive strength 1 | 39.1% |
| Cells in synth_stat.txt | about 130 |
| Top cells, area | dfrtp_1 96%, buf_4 1.7%, dfstp_2 1.7% |
| CTS Buffer Depth | 2 |
| Adder share | 0% |
| XOR Share, Synth | 0% |
| Most frequent cell after synthesis | dfrtp_1 |
| Yosys warning count | 1 |
| Die footprint | 24,000 um2 |
| Top-area cell share | between 90% and 100% |
| Final min period | around 1.2 ns |
| Total power | between 9 and 10 mW |
| N_diodes | 0 |
| Run status | finished with violations |
| Failing checks | negative setup slack |
| Hold Vio Cnt, Final | 0 |
| PortBufs | 246 |
| Final wirelength | 10,700 um |
| Vias in the first global route | around 2,300 |
| FMAX | 803 MHz |
| Total negative setup slack | -0.0707 ns |
| CP endpoint | ALUOp_o[1] |
| Row count | 49 |
| Crit path max-delay cell type | dfstp_2 |
| Slowest stage delay, CP | 0.51 ns |
| Num ports | 265 |
| First-pass GRT wire length | 15,700 um |
| Mux frac, synth | 0% |
| Power per cell area | 1710 nW/um2 |
| Total vias in the final route | about 2,100 |
| Fp util | 17.2% |
| Initial antenna violation count | 0 |
| Syn-to-layout area delta | 88.9% |
| Largest net degree at the start of global routing | 39 |
| Die height | about 160 um |
| Number of routed nets with antenna violations | 0 |
| VDD IR max | 905 uV |
| Relative slew slack | 49.7% |
| GR Overflow Total | 0 |
| And+or+nand+nor area frac | 0% |
| Cells after Synth | approximately 130 |
| Wire length per cell | 16.8 um |
| Clock slew at reported path FFs | around 0.050 ns |
| Clock buffer count from CTS | 17 |
| Synth top cells by count | 119 x dfrtp_1, 7 x buf_4, 2 x dfstp_2 |
| Seq/Total Area, Yosys | 98.2% |
| DP HPWL | 8800 um |
| Ys flop type | dfrtp_1 |
| Crit-path cells | buf_2 |
| Hold_sp | ALUOp_i[1] |
| CTS tree | done |
| Clock tree sinks | between 100 and 150 |
| CORE AREA | 18,000 um2 |
| Pre-CTS worst setup slack | -0.00884 ns |
==> sequential cells by signal (all words and copies together), names as in the netlist <==
signal / count
Immediate_Gen_o: 32
data1_o: 32
data2_o: 32
ID_EX_rs1_o: 5
ID_EX_rs2_o: 5
rd_o: 5
ALUOp_o: 2
func3_o: 2
ALUSrc_o: 1
MemRead_o: 1
MemWrite_o: 1
MemtoReg_o: 1
RegWrite_o: 1
func7_o: 1
==> area by class of cell <==
type,count,area [um2]
Clock buffer,24,492
Clock inverter,8,92.6
Fill cell,1787,12100
Multi-Input combinational cell,4,15.0
Sequential cell,121,3030
Tap cell,229,287
Timing Repair Buffer,252,1910
==> worst min-delay path by stage <==
stage / end / depth (start not counted)
CTS: ALUOp_o[1] / 1
global route: ALUOp_o[1] / 1
finish: ALUOp_o[1] / 1
==> metrics by stage <==
stage               utilization (%)  cells
finish                         32.5    638
floorplan                         -    132
CTS                            33.0    638
global placement               32.5    604
global route                   32.5    638
detailed placement             32.5    604
==> logic make-up (layout without fill, tap and decap cells) <==
group / Yosys count / in the layout
other: 1 / 4
DFF: 121 / 121
buffers and inverters: 7 / 284
==> metal layers <==
layer / global-route usage (%) / wire length, um
met3: 5.46 / 1430
met4: 1.21 / 143
met5: 0 / 0
met1: 9.71 / 3840
met2: 13.9 / 5320
==> where the power goes <==
group          internal [mW]  leakage, nW  total (mW)  switching [mW]
Combinational          0.498         1.02       0.692           0.194
Clock                   3.25        0.290        4.91            1.66
Sequential              4.29         1.41        4.34          0.0466
Total                   8.04         2.72        9.95            1.90
==> repair_timing <==
action,4_1_cts,5_1_grt
endpoints found under the hold margin,16,0
resized,383,21
setup endpoints to repair,124,23
cloned,0,0
pin swaps,0,0
hold buffers,2,0
==> layout by cell type (no fill, tap or decap) <==
cell type,Yosys,layout
clkbuf_8,0,4
dfrtp_1,119,119
dlygate4sd3_1,0,2
clkinv_2,0,5
clkdlybuf4s50_1,0,121
clkinvlp_4,0,1
bufinv_16,0,2
buf_2,0,103
clkbuf_1,0,3
conb_1,1,4
clkbuf_16,0,17
dfstp_2,2,2
buf_4,7,3
buf_12,0,2
clkbuf_2,0,21
No activity file was given, so power comes from the tool's default toggle rates.
