==> flow/design.v <==
module IF_ID
(
    clk_i,
    rst_i,
    instruction_i,
    pc_i,
    flush_i,
    stall_i,
    instruction_o,
    pc_o
);
input   rst_i, clk_i, stall_i, flush_i;
input [31:0] instruction_i, pc_i;
output reg[31:0] instruction_o, pc_o;
always @(posedge clk_i or negedge rst_i) begin
    if (~rst_i) begin
        instruction_o <= 32'b0;
        pc_o <= 32'b0;
    end
    else if (~stall_i) begin
        pc_o <= pc_i;
        instruction_o <= (flush_i) ? 32'b0 : instruction_i;
    end
end
endmodule
==> flow/run.sh <==
#!/bin/bash
# OpenROAD 26Q1-2900-gdf79404cd8, Yosys 0.63+post, stock flow scripts
make -C /OpenROAD-flow-scripts/flow DESIGN_CONFIG=/design/flow/config.mk WORK_HOME=/design/flow/orfs finish
==> flow/config.mk <==
export PLATFORM = sky130hd
export DESIGN_NAME = IF_ID
export DESIGN_NICKNAME = IF_ID
export VERILOG_FILES = /design/flow/design.v
export SDC_FILE = /design/flow/constraint.sdc
export NUM_CORES = 4
export LEC_CHECK = 1
export CORE_UTILIZATION = 40
==> flow/constraint.sdc <==
current_design IF_ID

set clk_period 1.5
set clk_io_pct 0.2

create_clock -name clk0 -period $clk_period [get_ports {clk_i}]

set non_clock_inputs [all_inputs -no_clocks]
set_input_delay [expr $clk_period * $clk_io_pct] -clock clk0 $non_clock_inputs
set_output_delay [expr $clk_period * $clk_io_pct] -clock clk0 [all_outputs]
==> impl_metrics.toml <==
# flow metrics
[outcome]
status = "completed"

[route]
drt_first_pass_iters = 26
post_drt_wl_per_cell_um = 13.9
drtAntennaViolNets = 0
vias = 1997
via_per_inst = 4.59
routed_wl_um = 6040
drc = 0
drtIter0Drc = 113
diodes = 0

[worst_setup_path]
cp_num_buf_inv = 1
crit_path_end_kind = "primary output"
path_delay_family = "buffers and inverters"
crit_type = "register to primary output"
required_ns = 1.20
crit_chain = "clkdlybuf4s50_1"
crit_slowest_cell = "clkdlybuf4s50_1"
worstPathMaxFanout = 2
start_kind = "register"
arrival_ns = 1.15
max_stage_delay_ns = 0.48

[die]
row_count = 29
die_x_um = 83.9
ios = 132
die-area_mm2 = 0.00704
core_mm2 = 0.00642
fp_util = 0.417
die_y_um = 83.9

[clocking]
cts_tree = "done"
clockBufferDepth = 2
cts_buffers = 9
clk_pin_slew_ns = 0.07
cts.htree.levels = 3
root_buffer = "clkbuf_8"
cts_sinks = 64
clk_latency_ns = 0.32

[pwr]
vdd_drop_max_mv = 0.722
p_leak_nw = 2.29
fin_total_pwr_mw = 4.40
power_density_mw_per_mm2 = 985

[synth]
syn_area_per_cell_um2 = 13.1
top_cells_by_area = "dfrtp_1, mux2_4, nand2b_1, nand2_1, buf_6"
yosys_warnings = 1
syn_area_mm2 = 0.00268
synthDistinctLibCells = 11
synth-cells-yosys = 205
top_area_cell = "dfrtp_1"
synth_flops = 64
synthCells = 205
ys_seq_frac = 0.597
yosysChipArea_mm2 = 0.00268
synth.top_cell.area_share = 0.597

[final_timing]
worst_pin_slew_ns = 0.278
slew_viol_final = 0
setup_violations = 0
slew_headroom = 0.814
tns_ns = 0
hold_ws_ns = 0.369
min_period_ns = 1.45
worst_slack_ns = 0.0482
rsz0062_at_grt = "false"
fin_crit_sh = 0.968
fin_worst_skew_ns = 0
clock.fmax_mhz = 689
hold_viol_final = 0

[final_layout]
fin_cells = 435
area_growth_pct = 66.7
fillers = 447
design_area_mm2 = 0.00447
post-route-util = 0.696
drive_gt1_frac = 0.190

[placement]
preCtsSetupSlack_ns = 0.152
placed_area_mm2 = 0.00408
gp_congestion = 0.769
placement.io_buffers = 131
dpl.hpwl_um = 4110
numPlacedInstances = 407

[grt]
grt_antenna_before_repair = 0
grt_pass1_wl_um = 10100
grt_pass1_vias = 1972
grt_max_degree = 43
met1_usage = 0.306
grt.met2_usage = 0.256
gr-total-overflow = 0
grtUsageMet3 = 0.0914
top_usage_layer = "met1"
grt.total_usage = 0.190

[run]
tool_warnings = 26
drv_cap = 0

[hold_path]
hold_class = "input port to register"
==> routing by layer <==
metal | vias to the layer above | wire length (µm)
met5 | - | 0
met4 | 0 | 45
met3 | 7 | 926
met2 | 94 | 2460
met1 | 918 | 2610
li1 | 978 | -
==> worst paths after layout <==
| check | slack (ns) | cells after the start | from | to |
|---|---|---|---|---|
| worst min register to register | 0.49 | 2 | instruction_o[9] | instruction_o[9] |
| max in group asynchronous | 0.73 | 3 | rst_i | instruction_o[0] |
| worst max register to register | 0.64 | 2 | pc_o[27] | pc_o[27] |
| worst max-delay path | 0.05 | 1 | pc_o[7] | pc_o[7] |
| worst min-delay path | 0.37 | 2 | stall_i | pc_o[17] |
| min in group asynchronous | 0.50 | 3 | rst_i | pc_o[27] |
==> cell type report <==
type,instances,area [µm²],area share
Clock buffer,12,155,0.0347
Sequential cell,64,1600,0.358
Multi-Input combinational cell,127,958,0.214
Clock inverter,3,65.1,0.0146
Timing Repair Buffer,152,1590,0.357
Tap cell,77,96.3,0.0216
==> placed cells by master (no fill, tap or decap), types with 5 or more instances in the layout <==
cell,n
mux2_4,32
o21ai_0,18
buf_4,16
buf_12,5
nand2b_1,31
dfrtp_1,64
nand2_1,31
clkbuf_8,11
clkdlybuf4s50_1,102
dlymetal6s2s_1,27
o21ai_1,13
==> flip-flops by register name (all words and copies together) (netlist names) <==
signal / flops
pc_o: 32
instruction_o: 32
==> cell usage after synthesis <==
master / number
o21ai_1: 13
dfrtp_1: 64
a22o_1: 1
nand2_1: 31
clkbuf_1: 4
clkbuf_2: 1
buf_6: 9
nand2b_1: 31
o21ai_0: 18
nor2_1: 1
mux2_4: 32
==> power by group <==
group	leakage [nW]	switching (mW)	internal, mW
clock network	0.112	0.616	1.02
logic	1.39	0.208	0.611
registers	0.791	0.0750	1.88
==> repair_timing <==
action	CTS	global route
gates resized	0	27
buffers inserted	0	12
endpoints found under the setup margin	0	31
hold buffers	1	0
hold endpoints to repair	64	0
==> kinds of logic after synthesis <==
family                 share of synthesized area
multiplexers                               0.179
buffers and inverters                     0.0453
flip-flops                                 0.597
AND-OR/OR-AND                             0.0611
AND/OR/NAND/NOR                            0.117
Power figures rest on the tool's default switching activity, not on a simulated workload.
