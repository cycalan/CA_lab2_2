==> flow/run.sh <==
#!/bin/bash
# OpenROAD 26Q1-2900-gdf79404cd8, Yosys 0.63+post, stock flow scripts
make -C /OpenROAD-flow-scripts/flow DESIGN_CONFIG=/design/flow/config.mk WORK_HOME=/design/flow/orfs finish
==> flow/config.mk <==
export PLATFORM = sky130hd
export DESIGN_NAME = ALU
export DESIGN_NICKNAME = ALU
export VERILOG_FILES = /design/flow/design.v
export SDC_FILE = /design/flow/constraint.sdc
export NUM_CORES = 4
export LEC_CHECK = 1
export CORE_UTILIZATION = 50
==> flow/constraint.sdc <==
current_design ALU

set clk_period 17.5
set clk_io_pct 0.2

create_clock -name clk0 -period $clk_period

set non_clock_inputs [all_inputs -no_clocks]
set_input_delay [expr $clk_period * $clk_io_pct] -clock clk0 $non_clock_inputs
set_output_delay [expr $clk_period * $clk_io_pct] -clock clk0 [all_outputs]
==> flow/design.v <==
module ALU
(   data_1_i,
    data_2_i,
    ALU_Control_i,
    ALU_o
);
input [31:0] data_1_i, data_2_i;
input [2:0] ALU_Control_i;
output [31:0] ALU_o;
assign ALU_o =  (ALU_Control_i == 3'b000) ? data_1_i & data_2_i :
                (ALU_Control_i == 3'b001) ? data_1_i ^ data_2_i :
                (ALU_Control_i == 3'b010) ? data_1_i << data_2_i :
                (ALU_Control_i == 3'b011) ? data_1_i + data_2_i :
                (ALU_Control_i == 3'b100) ? data_1_i - data_2_i :
                (ALU_Control_i == 3'b101) ? data_1_i * data_2_i :
                (ALU_Control_i == 3'b110) ? data_1_i >>> (data_2_i & 12'b000000011111) : 32'b0;
endmodule
==> summary.txt <==
run metrics: kind of cell adding the most delay to the critical path=adder cells, Fmax achieved=around 64 MHz, post-synth area from yosys stat=23400 um^2, Max Cap Viol=0, Least-Margin Pin Slew=approximately 0.96 ns, DR DRC count=0, Tmin final=15.56 ns, non-filler instance count after layout=between 3000 and 4000, min-delay src=ALU_Control_i[1], type of the worst min-delay path=in2out, drt wl/cell=between 20 and 30 um, post-cts sizing count=0, Leak=0.0116 uW, detailed placer's ending HPWL=between 70000 and 80000 um, first-pass GRT wire length=144000 um, Max transition margin=around 36%, Via density=between 6 and 7, vias in the first global route=22127, Die Size=roughly 48000 um^2, Final setup viols=0, Die Y=~220 um, Hold Path Cell Cnt=5, Worst Path Buf+Inv=5, registers=0, Log Warnings=between 60 and 70, GRT overflow=0, Site Rows=78, 1st-iter DRT viols=~1800, startpoint types=input pin, initial antenna violation count=7, unrepaired setup endpoints after global routing=no, FP Core Util=51.1%, vias=21721, Crit-path slowest cell=clkdlybuf4s50_1, DP Area=24900 um^2, Pwr Total=approximately 9000 uW, Tcrit/Tclk final=88.9%, unique cell type count in the Yosys netlist=just under 90, Syn Area/Cell=a little under 8 um^2, PwrDens=361 nW/um^2, Ports=a little under 100, Hold-fix buffers, CTS=0, remaining antenna violation count=0, placed cells=3517, Post-Syn Area=23400 um^2, WL final=approximately 97000 um, crit path DRT=14.00 ns, Port Buffers=roughly 99, Total Neg Setup Slack=0 ns, Switch Pwr=between 5000 and 6000 uW, post-CTS setup buffers=0, Sw Ratio=about three fifths, pin count of the biggest net entering global routing=a little over 60, most common logic cells in the final layout=inv_1 (448), fa_1 (410), nand2_1 (310), and2_1 (259), nor2_1 (223), Pint=~3600 uW, crit path max fanout=12, share of cells above drive strength 1=roughly 5.1%, gr usage total=between 40% and 50%, final hold vios=0, design area=24900 um^2, Detailed Routing Iterations Pass 1=6, Syn Inst Count=2944, Reg area=0 um^2, worst endpoint data arrival time=roughly 12 ns, CP peak stage delay=0.79 ns, VDD IR max=between 0.0007 and 0.0008 V, Worst Hold Path EP=ALU_o[31], CLK BUF=0, Setup CP Type=in2out, Synth Warn #=0, Synth Seq Share=0%, die width=~220 um, Core Box Area=between 40000 and 50000 um^2, ys cells=2944, Slew Limit Fails=0, most instantiated logic cell after routing=inv_1, Most common cell on crit path=fa_1, Final Wtd Congestion=1.11, status=completed, area grow syn2layout=6.48%, Crit. End Element=output pin
## metal layers
| metal | track usage, % | vias to the layer above | share of wire, % |
|---|---|---|---|
| li1 | - | 9473 | - |
| met4 | 21.6 | 10 | 6.5 |
| met5 | 1.67 | - | 0.11 |
| met1 | 57.4 | 10529 | 37 |
| met3 | 21.6 | 317 | 14 |
| met2 | 63.4 | 1392 | 43 |
## synthesized netlist by cell type (21+ instances only)
master / number / area share, %
clkbuf_1: 160 / 2.6
a21oi_1: 137 / 2.9
nand2b_1: 24 / 0.64
xnor2_1: 79 / 3.0
nand2_1: 310 / 5.0
o21ai_0: 131 / 2.8
inv_1: 448 / 7.2
ha_1: 186 / 10
a221oi_1: 24 / 0.90
and2_1: 259 / 6.9
nor2_1: 223 / 3.6
fa_1: 410 / 35
nand3_1: 22 / 0.47
mux2i_1: 73 / 3.1
buf_2: 21 / 0.45
nor3_1: 31 / 0.66
## final cells by class
type | instances | area [um^2]
Multi-Input combinational cell | 2290 | 20900
Antenna cell | 3 | 7.51
Inverter | 453 | 1700
Tap cell | 600 | 751
Fill cell | 4289 | 20800
Timing Repair Buffer | 174 | 1530
## power by group through the flow
stage    registers, uW  clock network (uW)  logic [uW]
5_1_grt              0                   0        9800
4_1_cts              0                   0        8790
## cells by family (layout without fill, tap and decap cells)
logic type | count (synthesis) | count (layout) | synth area share (%)
other | 0 | 3 | 0
buffers and inverters | 654 | 627 | 10.7
AND-OR/OR-AND | 549 | 549 | 15.9
adder cells (fa/ha/maj) | 596 | 596 | 45.1
multiplexers | 100 | 100 | 5.17
AND/OR/NAND/NOR | 947 | 947 | 19.5
XOR/XNOR | 98 | 98 | 3.68
## through the flow
stage | setup slack, ns | hold WS (ns) | utilization, %
floorplan | 3.09 | 7.25 | -
global placement | 2.10 | 8.33 | 54.4
detailed placement | 2.11 | 8.33 | 54.4
CTS | 2.08 | 8.34 | 54.4
global route | 1.65 | 8.38 | 54.4
finish | 1.94 | 8.34 | 54.4
## worst max path at each step
stage	start	endpoint	slack [ns]	cells after the start
CTS	data_1_i[19]	ALU_o[29]	2.08	25
finish	data_1_i[19]	ALU_o[29]	1.94	25
global route	data_1_i[19]	ALU_o[29]	1.65	25
Power figures rest on the tool's default switching activity, not on a simulated workload.
